`./design.v`:
```
module baud_generator #(
  parameter CLK_FREQ   = 100000000                              ,  
  parameter CLK_DIV    = 8                               ,  
  parameter BAUDRATE   = 9600                              ,  
  parameter BAUD_WIDTH = $clog2((CLK_FREQ * 2)/(CLK_DIV * BAUDRATE))   
)
(
  input        clk     ,  
  input        reset_n ,  
  input  [2:0] baudrate,  
  output reg   bclk       
);
  reg [BAUD_WIDTH-1:0] divisor;  
  wire                 tick   ;  
  reg [BAUD_WIDTH-1:0] count  ;  
  always @(baudrate) begin : divisor_select
    case (baudrate)
      3'b000 : begin
        divisor = (100000000 * 2)/(CLK_DIV * 1200  ) - 1;
      end
      3'b001 : begin
        divisor = (100000000 * 2)/(CLK_DIV * 2400  ) - 1;
      end
      3'b010 : begin
        divisor = (100000000 * 2)/(CLK_DIV * 4800  ) - 1;
      end
      3'b011 : begin
        divisor = (100000000 * 2)/(CLK_DIV * 9600  ) - 1;
      end
      3'b100 : begin
        divisor = (100000000 * 2)/(CLK_DIV * 19200 ) - 1;
      end
      3'b101 : begin
        divisor = (100000000 * 2)/(CLK_DIV * 38400 ) - 1;
      end
      3'b110 : begin
        divisor = (100000000 * 2)/(CLK_DIV * 57600 ) - 1;
      end
      3'b111 : begin
        divisor = (100000000 * 2)/(CLK_DIV * 115200) - 1;
      end
      default : begin
        divisor = 0;
      end
    endcase
  end : divisor_select
  assign tick = (divisor == count);
  always @(posedge clk, negedge reset_n) begin : count_process
    if (~reset_n) begin
      count <= 0;
    end
    else begin
      count <= (tick == 0) ? count + 1 : 0;
    end
  end : count_process
  always @(posedge clk, negedge reset_n) begin : bclk_assignment
    if (~reset_n) begin
      bclk <= 0;
    end
    else begin
      bclk <= (tick == 0) ? bclk : ~bclk;
    end
  end : bclk_assignment
endmodule : baud_generator
```
`./run.sh`:
```
#!/bin/bash
# OpenROAD 26Q1-2900-gdf79404cd8, Yosys 0.63+post, stock flow scripts
make -C /OpenROAD-flow-scripts/flow DESIGN_CONFIG=/design/flow/config.mk WORK_HOME=/design/flow/orfs finish
```
`./config.mk`:
```
export PLATFORM = sky130hd
export DESIGN_NAME = baud_generator
export DESIGN_NICKNAME = baud_generator
export VERILOG_FILES = /design/flow/design.v
export SDC_FILE = /design/flow/constraint.sdc
export NUM_CORES = 4
export LEC_CHECK = 1
export CORE_AREA = 10 10 96 96
export DIE_AREA = 0 0 106 106
```
`./constraint.sdc`:
```
current_design baud_generator

set clk_period 6.4
set clk_io_pct 0.2

create_clock -name clk0 -period $clk_period [get_ports {clk}]

set non_clock_inputs [all_inputs -no_clocks]
set_input_delay [expr $clk_period * $clk_io_pct] -clock clk0 $non_clock_inputs
set_output_delay [expr $clk_period * $clk_io_pct] -clock clk0 [all_outputs]
```
==> results.txt <==
CTS Buf Count: 3
most frequent logic cell in the layout: xor2_1
Syn Inst Count: 106
first-pass GRT wire length: 3415 µm
CTS clk-pin slew, worst paths: 0.05 ns
Slew Limit Headroom: 53.20%
CP arrival: 3.86 ns
largest net degree at the start of global routing: 14
layout cell share with drive strength beyond 1: 6.422%
die height: 106 µm
chip area in the Yosys report: 980.9 µm²
row cnt: 31
CTS max path bufs: 2
Finished Core Util: 16.08%
dpl cells: 204
status: finished clean
fp_density: 13.60%
number of global-route vias before repair: 743
All-Layer GR Usage: 3.580%
Critical Path RT: 6.48 ns
crit share post-route: 59.09%
DRT iter0 DRCs: 32
Top cells excl fill/tap: 16 x xor2_1, 13 x nor2_1, 13 x dfrtp_1
CP top delay family: simple AND/OR/NAND/NOR gates
Routed WL per cell: 9.005 µm
Max Clock Skew: 0.0009414 ns
full die area: 0.01124 mm²
I/O Pins: 6
Worst Hold Class: flip-flop to flip-flop
Max Cap Viol: 0
Buf/Inv on CP: 2
worst-path cell chain: clkdlybuf4s50_1 > inv_1 > ha_1 > or3_1 > a221oi_1 > a21oi_1 > nor4_4 > xor2_1
global route overflow: 0
hold_buf cts: 0
DR WL met2: 766 µm
Final HPWL DP: 1397 µm
Synth Register Bits: 13
Mapped Area: 980.9 µm²
clk latency late pin: 0.24 ns
static leakage: 0.4762 nW
DRT Wirelength: 1873 µm
root buf cell: clkbuf_8
Post-Layout Cell Count: 208
RSZ-0062 raised after global routing: false
Worst Setup Start Kind: primary input
postcts setup bufs: 0
Slew Limit Fails: 0
crit-path max FO: 13
worst slew pin tran: 0.6968 ns
drt first pass iters: 4
H-tree levels: 1
setup_tns: 0 ns
Die Wd: 106 µm
maximum vdd drop: 0.07888 mV
via count: 739
drc violations: 0
final RePlAce weighted congestion: 0.8304
Fmax: 264.4 MHz
Post-DRT Antenna Nets: 0
post-layout min period: 3.782 ns
post-CTS sizing: 0
M1 WL: 1005 µm
clock tree from TritonCTS: yes
slowest library cell on the worst path: clkdlybuf4s50_1
total tool warning count: 31
Core Box Area: 0.007214 mm²
power per cell area: 294.6 mW/mm²
DR top layer: met4
initial antenna violation count: 0
Hold WS: 0.4734 ns
final count of hold timing violations: 0
CTS Sinks: 13
CP peak stage delay: 0.68 ns
met3 wire len: 80 µm
Vias per Instance: 3.553
Seq/Total Area, Yosys: 33.16%
final setup fails: 0
Antenna diodes: 0
CP Class: primary input to flip-flop
Syn-to-layout area delta: 18.24%
Setup crit end kind: flip-flop
# Cells Yosys: 106
port bufs: 5
Avg Cell Area, Syn: 9.254 µm²
Unique masters post-synth: 31
YS warnings: 1
[flip-flops by register name (all words and copies together) (netlist names)]
register	cells
count	12
bclk	1
[kinds of logic (layout without fill, tap and decap cells)]
group / after synthesis / count (layout) / synth area share (%)
DFF: 13 / 13 / 33.16
buffers and inverters: 9 / 12 / 5.230
muxes: 2 / 2 / 2.041
AOI/OAI and AO/OA: 8 / 8 / 5.486
adders and majority gates: 8 / 8 / 10.20
xor gates and xnor gates: 21 / 21 / 18.75
and+or+nand+nor: 45 / 45 / 25.13
[path summary, 6_finish.rpt]
check                       endpoint  slack (ns)         from  cells past startpoint
setup / recovery                bclk        2.62  baudrate[0]                      8
hold / removal                  bclk        0.47         bclk                      1
setup reg to reg                bclk        4.17     count[7]                      5
hold reg to reg                 bclk        0.47         bclk                      1
max in group asynchronous  count[11]        4.61      reset_n                      1
min in group asynchronous       bclk        1.41      reset_n                      1
[routing by layer]
metal / global-route usage (%) / vias to the layer above
li1: - / 366
met1: 5.384 / 354
met2: 4.814 / 15
met3: 1.223 / 4
met4: 0.6770 / 0
met5: 0 / -
[layout make-up]
| class | instances | area [µm²] |
|---|---|---|
| clock buffers | 4 | 45.04 |
| fillers | 812 | 6055 |
| inverters | 3 | 11.26 |
| multi-input cells | 84 | 604.3 |
| flip-flops and latches | 13 | 325.3 |
| well taps | 99 | 123.9 |
| repair buffers | 5 | 50.05 |
[worst register-to-register path, stage by stage, from the launching register on]
cell,delay [ns]
dfrtp_1,0.51
or3b_2,0.47
o32ai_1,0.12
a211oi_1,0.13
nor4_4,0.69
xor2_1,0.15
[synth_stat cells]
library cell / n / area, µm²
o211ai_1: 1 / 7.510
a21oi_1: 2 / 10.01
a211oi_1: 1 / 7.510
inv_1: 3 / 11.26
or3_1: 3 / 18.77
ha_1: 8 / 100.1
xor2_1: 16 / 140.1
nor2b_1: 2 / 12.51
dfrtp_1: 13 / 325.3
and3_1: 1 / 6.260
and4_1: 1 / 8.760
clkbuf_1: 2 / 7.510
o22ai_1: 1 / 6.260
nor3_1: 3 / 15.01
nand4_1: 2 / 12.51
a221oi_1: 1 / 8.760
nor4_4: 1 / 21.27
buf_2: 2 / 10.01
xnor2_1: 5 / 43.79
or4_1: 1 / 7.510
mux2i_1: 2 / 20.02
nand3b_1: 1 / 7.510
buf_6: 2 / 22.52
o32ai_1: 1 / 8.760
nand2_1: 6 / 22.52
nand3_1: 7 / 35.03
or3b_2: 2 / 17.52
or2_2: 1 / 6.260
nor4_1: 1 / 6.260
nor2_1: 13 / 48.80
o21ai_0: 1 / 5.000
[per-stage QoR]
stage	power [mW]	cell area, µm²	setup slack (ns)
after floorplan	0.2435	980.9	3.388
after global placement	0.2715	1115	2.432
after detailed placement	0.2715	1115	2.347
after CTS	0.3457	1160	2.589
after global routing	0.3727	1160	2.357
final	0.3417	1160	2.618
[power breakdown]
part           leakage, nW  switching, mW  internal [mW]  total (mW)
sequential           0.164         0.0469          0.108       0.155
combinational        0.289         0.0548         0.0602       0.115
clock               0.0228         0.0275         0.0439      0.0714
Power and IR drop assume default switching activity.
